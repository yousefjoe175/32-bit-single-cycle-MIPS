File: flow/design.v
module Register_file(
    output	wire	[31 : 0] RD1,
    output	wire	[31 : 0] RD2,
    input  	wire	[31 : 0] WD3,
    input  	wire	[ 4 : 0] A1,
    input  	wire	[ 4 : 0] A2,
    input  	wire	[ 4 : 0] A3,
    input   wire       		 CLK, 
    input   wire       		 WE3,
    input   wire       		 reset
);
	localparam 	FILE_SIZE = 32;
	integer 			k;
	reg		[31:0]		regfile [FILE_SIZE - 1 : 0];
	assign	RD1 = regfile[A1];
	assign	RD2 = regfile[A2];
	always @(posedge CLK, negedge reset ) 
		begin
			if (~reset) 
				begin
					for(k = 0; k < 32; k = k + 1) 
						begin
							regfile[k] <= 0;
						end
				end
			else 
				begin
					if (WE3) regfile[A3] <= WD3;
				end
		end
endmodule
File: flow/run.sh
#!/bin/bash
# OpenROAD 26Q1-2900-gdf79404cd8, Yosys 0.63+post, stock flow scripts
make -C /OpenROAD-flow-scripts/flow DESIGN_CONFIG=/design/flow/config.mk WORK_HOME=/design/flow/orfs finish
File: flow/config.mk
export PLATFORM = sky130hd
export DESIGN_NAME = Register_file
export DESIGN_NICKNAME = Register_file
export VERILOG_FILES = /design/flow/design.v
export SDC_FILE = /design/flow/constraint.sdc
export NUM_CORES = 4
export LEC_CHECK = 1
export CORE_UTILIZATION = 40
File: flow/constraint.sdc
current_design Register_file

set clk_period 7.5
set clk_io_pct 0.2

create_clock -name clk0 -period $clk_period [get_ports {CLK}]

set non_clock_inputs [all_inputs -no_clocks]
set_input_delay [expr $clk_period * $clk_io_pct] -clock clk0 $non_clock_inputs
set_output_delay [expr $clk_period * $clk_io_pct] -clock clk0 [all_outputs]
==> flow_summary.ini <==
; physical design summary
[cts]
cts_buffer_depth = 3
cts_resized = 0
cts_max_level = 3
numCtsBuffers = 113
tritoncts = built
root_buffer = clkbuf_16
clkLatencyLatePin_ns = 0.76
postCtsSetupRepairBufs = 0
numClockSinks = 1024
ctsHoldBuffers = 0
cts.clk_slew.worst_paths_ns = 0.06

[detailed_routing]
drt_iter0_drc = 5724
wl_per_cell_um = 45.9
drc = 0
vias = 46178
routed_wl_mm = 292
avgViaCountPerCell = 7.25
ant_nets = 0
firstDrtPassIters = 7

[finish]
register_area_mm2 = 0.0256
layout.cells.most_common = mux2_2
fin_cells = 6373
post-route-util_pct = 47.3
area_growth_pct = 16.8
top_regs = regfile (1024)
lay_top_cells = mux2_2 (1052), dfrtp_1 (1024), a22oi_1 (692)
design_area_mm2 = 0.0607
largest_reg_flops = 1024
drive_gt1_share_pct = 36.8
logic_area_mm2 = 0.0249
n_fill_cell = 11625
top_register = regfile

[yosys]
yosysChipArea_mm2 = 0.0519
synth.cell_area_mm2 = 0.0519
yosys-stat-cells = 4394
xor_share_pct = 0
ys_sh_aoi_pct = 15.5
ys_seq_share_pct = 49.3
yosys_warnings = 2
synth.cellmix.adderShare_pct = 0
synth-edff-count = 0
synth.distinct_cells = 70
synth-main-ff-cell = dfrtp_1
ys_seq_elements = 1024
synthCells = 4394
ys_sh_mux_pct = 24.2
avgSynthCellArea_um2 = 11.8
simple_gate_share_pct = 7.19
yosys-dominant-comb-family = multiplexers
synth-async-reset-ratio_pct = 100

[setup_path]
crit_fanout = 20
r2r-start = regfile[19][23]
rr_endpoint = regfile[19][23]
worst_path_max_delay_cell = o31ai_1
reg2reg_slack_ns = 6.52
cp_cell_sequence = buf_2 -> buf_4 -> buf_4 -> nor2_1 -> buf_4 -> a21oi_1 -> o31ai_1 -> nor4_1 -> a21oi_1 -> clkdlybuf4s50_1
path_class = in -> out
startpoint_type = primary input
arrival_ns = 5.63
cp-end-kind = output pin
cpPeakStageDelay_ns = 0.89
path_common_cell = buf_4
cp.required_ns = 6.00
ff2ff_path_depth = 1

[grt]
grt_pass1_vias = 45323
antenna_found_initial = 20
grt_pass1_wl_mm = 395
grt_usage_pct = 46.2
grt_max_degree = 122
grt_overflow = 0

[sta]
finalHoldViolCount = 0
tightestPinTransition_ns = 1.30
drv_slew = 0
holdWs_ns = 0.532
setup_viol = 0
final.setup.tns_ns = 0
fmax_mhz = 140
rsz0062_at_grt = false
period_used_pct = 95.0
setup_ws_ns = 0.372
skew_ns = 0
slew_headroom_pct = 13.1
fin_crit_ns = 7.13

[die]
die_w_um = 362
num_io_pins = 114
fp_util_pct = 40.5
core_area_mm2 = 0.128
die_area_mm2 = 0.131
die_h_um = 362
std_cell_rows = 131

[placed_design]
gp_congestion = 1.09
post-place-ws_ns = 0.776
dpl.hpwl_mm = 191
dp.cells = 6126
io_buffers = 113
postPlaceCellArea_mm2 = 0.0564

[status]
status = finished, final reports clean

[power]
power_mw = 16.5
p_leak_nw = 26.1
p_per_area_mw_per_mm2 = 271
vdd_drop_max_mv = 0.215

[run]
max-cap-violations = 0
openroad.warnings = 38

[worst_hold_path]
hold_depth = 1
hp-start = regfile[12][20]
hold_path_end = regfile[12][20]
min-delay-path-class = reg -> reg
cells by family after synthesis:
group	after synthesis
buffers and inverters	431
AND/OR/NAND/NOR	748
flip-flops	1024
multiplexers	1117
AND-OR/OR-AND	1074
worst max path at each step:
| stage | cells past startpoint | endpoint | slack, ns | start |
|---|---|---|---|---|
| 4_1_cts | 10 | RD1[20] | 0.76 | A1[1] |
| 5_1_grt | 8 | RD1[13] | 0.64 | A1[1] |
| 6_report | 10 | RD1[11] | 0.37 | A1[2] |
cells in the mapped netlist (12+ instances only):
library cell | n | area (µm²)
mux2_2 | 1052 | 11800
dfrtp_1 | 1024 | 25600
a22oi_1 | 692 | 5190
nand2_1 | 211 | 792
nor2_1 | 174 | 653
buf_2 | 173 | 866
clkbuf_1 | 173 | 649
nand4_1 | 93 | 582
a21oi_1 | 79 | 395
mux2i_1 | 61 | 611
nor3_1 | 58 | 290
a22o_1 | 54 | 473
buf_1 | 47 | 176
nand3_1 | 44 | 220
a221oi_1 | 40 | 350
buf_4 | 32 | 240
o21ai_0 | 30 | 150
a31oi_1 | 27 | 169
nor4_1 | 27 | 169
a222oi_1 | 24 | 240
a32oi_1 | 23 | 201
nor2b_1 | 19 | 119
a2111oi_0 | 17 | 149
nand2b_1 | 17 | 106
nor2_2 | 17 | 106
o32a_1 | 16 | 160
or3_1 | 12 | 75.1
layout make-up:
| class | instances | share of cell area [%] |
|---|---|---|
| Inverter | 3 | 0.0186 |
| Sequential cell | 1024 | 42.2 |
| Tap cell | 1729 | 3.57 |
| Clock buffer | 156 | 5.46 |
| Clock inverter | 60 | 1.35 |
| Timing Repair Buffer | 432 | 6.23 |
| Multi-Input combinational cell | 2939 | 41.0 |
| Antenna cell | 30 | 0.124 |
power by group:
| group | internal, mW | total [mW] | switching, mW |
|---|---|---|---|
| Clock | 3.66 | 6.21 | 2.55 |
| Sequential | 6.59 | 7.81 | 1.22 |
| Combinational | 1.26 | 2.43 | 1.17 |
| Total | 11.5 | 16.5 | 4.94 |
layer usage:
| layer | global-route usage, % | wire (µm) |
|---|---|---|
| met1 | 58.6 | 105000 |
| met4 | 29.8 | 24900 |
| met3 | 27.0 | 45700 |
| met2 | 60.3 | 116000 |
| met5 | 1.44 | 427 |
critical path, delay by kind of cell:
family | cells | cell delay, ns
AOI/OAI and AO/OA | 3 | 1.43
buffers and inverters | 5 | 1.69
and+or+nand+nor | 2 | 0.97
Power is estimated from default activity; no workload was simulated.
