**config.mk**
```make
export PLATFORM = sky130hd
export DESIGN_NAME = data_memory
export DESIGN_NICKNAME = data_memory
export VERILOG_FILES = /design/flow/design.v
export SDC_FILE = /design/flow/constraint.sdc
export NUM_CORES = 4
export LEC_CHECK = 1
export CORE_UTILIZATION = 40
```
**constraint.sdc**
```tcl
current_design data_memory

set clk_period 43.3
set clk_io_pct 0.2

create_clock -name clk0 -period $clk_period [get_ports {CLK}]

set non_clock_inputs [all_inputs -no_clocks]
set_input_delay [expr $clk_period * $clk_io_pct] -clock clk0 $non_clock_inputs
set_output_delay [expr $clk_period * $clk_io_pct] -clock clk0 [all_outputs]
```
**design.v**
```verilog
module data_memory (
    input 	wire	[31:0] 	A,
	input 	wire	[31:0] 	WD,
    input 	wire			CLK,
	input 	wire			reset,
	input 	wire			WE,
    output	wire	[31:0]  RD,
	output	wire	[15:0] 	test_value
);
	localparam MEMORY_SIZE = 100;
	integer k;
	reg [31:0] data_mem [MEMORY_SIZE - 1:0];
	assign RD = data_mem[A];
	always @(posedge CLK, negedge reset) 
		begin
			if(!reset) 
				begin
					for(k = 0; k < MEMORY_SIZE; k = k + 1) 
						begin
							data_mem[k] <= 0;
						end
				end
			else 
				begin
					if(WE) data_mem[A] <= WD;         
				end
		end
assign test_value = data_mem[0];
endmodule
```
**run.sh**
```bash
#!/bin/bash
# OpenROAD 26Q1-2900-gdf79404cd8, Yosys 0.63+post, stock flow scripts
make -C /OpenROAD-flow-scripts/flow DESIGN_CONFIG=/design/flow/config.mk WORK_HOME=/design/flow/orfs finish
```
==> reports/qor.csv <==
stage,metric,value,unit
run_status,status,finished clean,
pwr,Sw Share,0.249,
finish,Largest register FFs,3200,
logic_synthesis,synthesized area per cell,13.4,sq um
final_timing,Relative slew margins,0.0896,
setup_path,critical path endpoint category,output port,
logic_synthesis,Ys Warns,2,
finish,Reg with most FFs,data_mem,
floorplanning,IO Pins,115,
final_timing,final setup fails,0,
logic_synthesis,"Top FF cell, synth",dfrtp_1,
floorplanning,Die X-Extent,596,um
final_timing,final worst slack,19.94,ns
pwr,Clock Power Share,0.436,
flow_run,tool warnings,86,
setup_path,CP required,34.64,ns
setup_path,R2R Setup Slk,42.38,ns
final_timing,total negative slack,0,ns
finish,fin util,0.458,
final_timing,Tcrit/Tclk final,0.540,
global_route,total gr overflow,0,
global_route,GRT Overall Usage,0.432,
floorplanning,core area,350000,sq um
cts,clock-pin slew on the worst setup and hold paths,0.06,ns
setup_path,critical path type,input port to output port,
logic_synthesis,Netlist cell types,75,
setup_path,worst r2r dst,data_mem[0][14]$_DFFE_PN0P_,
cts,CTS Hold Bufs,0,
placed_design,IO buf count,89,
cts,maximum level of the CTS H-tree,5,
final_timing,worst slew pin tran,1.36,ns
setup_path,FF-to-FF Start,data_mem[0][14]$_DFFE_PN0P_,
floorplanning,Rows,217,
final_timing,Clock Skews,0,ns
global_route,global-route wire length before repair,976000,um
logic_synthesis,Netlist Area Pre-Place,141000,sq um
logic_synthesis,Synth flops,3200,
drt,Detailed Routing Iterations Pass 1,6,
setup_path,arrival time at the worst endpoint,14.70,ns
final_timing,FMAX,42.8,MHz
setup_path,Setup crit end,RD[14],
pwr,Power Dens Cells,43.0,nW/um^2
final_timing,Final min period,23.36,ns
cts,CTS Sinks,3200,
logic_synthesis,Syn Inst Count,10500,
finish,largest registers,data_mem (3200),
hold_path,Min-Delay Path Class,flop to flop,
cts,CTS tree,done,
pwr,combinational power share,0.079,
finish,layout cell share with drive strength beyond 1,0.432,
cts,root buffer cell,clkbuf_16,
cts,clock latency on the worst-skew pair,0.98,ns
pwr,worst IR drop on VDD,0.0371,mV
finish,Area Growth Syn to Fin,13.7,%
final_timing,Final Hold Fails,0,
setup_path,Critical path origin,A[1],
drt,WL final,736000,um
logic_synthesis,"Seq share, synth",0.567,
flow_run,max-cap violations,0,
logic_synthesis,Yosys Instances,10500,
setup_path,worst r2r path cells,1,
logic_synthesis,yosys stat area,141000,sq um
floorplanning,die height,596,um
drt,drc violations,0,
drt,via count,109000,
drt,drt initial violations,11100,
cts,# Post-CTS Setup Buffers,0,
drt,vias per cell,7.03,
logic_synthesis,Post-synth ARST share,1.00,
setup_path,Worst Setup Start Kind,input port,
placed_design,dpl cell area,149000,sq um
global_route,antenna violations before repair,104,
placed_design,routability congestion estimate,1.03,
drt,antenna-violating nets left,0,
floorplanning,floorplan core density,0.403,
logic_synthesis,"EDFF count, synth",0,
drt,routed len/inst,47.6,um
cts,total CTS buffers,344,
final_timing,RSZ-0062 raised after global routing,false,
global_route,vias in the first global route,106000,
pwr,switching power,1.72,mW
cts,Clock Path Buffers,4,
setup_path,Worst Path Max Fanout,27,
pwr,sequential power share,0.485,
placed_design,HPWL after DPL,445000,um
pwr,Leak,76.9,nW
global_route,pin count of the biggest net entering global routing,126,
pwr,Cell Int Power,5.19,mW
cts,CTS resizes,0,
floorplanning,Die ar.,355000,sq um
final_timing,pins over their slew limit,0,
finish,final instance area,161000,sq um
placed_design,Place WS,20.34,ns
-- synthesized netlist by cell type, types with 22 or more instances --
master,count,area [sq um]
mux2_2,3222,36300
dfrtp_1,3200,80100
a22oi_1,848,6370
clkbuf_1,517,1940
nand3_1,403,2020
buf_2,343,1720
buf_1,239,897
nand4_1,191,1190
and3_1,179,1120
nor2_1,166,623
nand2_1,149,559
a22o_1,126,1100
a21oi_1,109,546
a222oi_1,103,1030
o22ai_1,97,607
nor4_1,73,457
a2111oi_0,58,508
a221oi_1,55,482
a31oi_1,44,275
or4_1,42,315
a32oi_1,34,298
o21ai_0,32,160
buf_4,25,188
nor3_1,22,110
-- power groups by stage --
stage / logic, mW / registers [mW] / clock network (mW)
after CTS: 0.534 / 3.35 / 3.01
after global routing: 0.573 / 3.38 / 3.13
final: 0.548 / 3.35 / 3.01
-- critical path, stage by stage --
cell             delay [ns]
buf_2                  0.34
buf_4                  0.58
or4bb_2                1.07
buf_4                  0.49
nor2_2                 1.07
buf_4                  0.57
a22oi_1                0.20
nand4_1                0.16
nor4_1                 0.10
a31oi_1                0.68
clkdlybuf4s50_1        0.59
-- kinds of logic (layout without fill, tap and decap cells) --
kind of cell           Yosys count  count (layout)  synth area share
AOI/OAI and AO/OA             1617            1617            0.0874
buffers and inverters         1133            1323            0.0342
DFF                           3200            3200             0.567
muxes                         3256            3256             0.259
other                            0             132                 0
and+or+nand+nor               1338            1338            0.0519
-- per-stage QoR --
step | hold slack (ns) | power, mW | instances
6_report | 0.490 | 6.91 | 15500
5_1_grt | 0.499 | 7.07 | 15400
4_1_cts | 0.495 | 6.89 | 15300
3_5_place_dp | 0.478 | 3.93 | 14700
3_3_place_gp | 0.465 | 3.90 | 14700
2_1_floorplan | 0.456 | 3.68 | 10500
-- layer usage --
layer  wire (um)  global-route usage  vias up
met5        3330              0.0814        -
met4       69300               0.315      107
met3      134000               0.339     3034
met2      287000               0.544     9139
met1      241000               0.481    56700
li1            -                   -    39700
-- final cells by class --
cell class | count | area [sq um]
antenna | 132 | 330
clock buffer | 516 | 10200
clock inverter | 99 | 1130
fill | 30000 | 190000
inverter | 2 | 7.51
multi-input combinational | 6211 | 57600
sequential | 3200 | 80100
tap | 4599 | 5750
timing repair buffer | 706 | 5500
-- cells in the final DEF (no fill, tap or decap), drive strengths merged, types with 55 or more instances in the layout --
cell     instances
nand3          403
a22o           126
and3           179
buf            658
mux2          3240
a221oi          55
clkbuf         516
nand4          191
a22oi          848
nand2          150
clkinv          67
diode          132
a2111oi         59
dfrtp         3200
o22ai           97
nor4            74
nor2           174
a222oi         103
a21oi          109
-- how the worst min path moves through the flow --
stage / startpoint / end / slack, ns / cells after the start
6_report: data_mem[8][22]$_DFFE_PN0P_ / data_mem[8][22]$_DFFE_PN0P_ / 0.49 / 1
5_1_grt: data_mem[8][22]$_DFFE_PN0P_ / data_mem[8][22]$_DFFE_PN0P_ / 0.50 / 1
4_1_cts: data_mem[8][22]$_DFFE_PN0P_ / data_mem[8][22]$_DFFE_PN0P_ / 0.49 / 1
Power figures rest on the tool's default switching activity, not on a simulated workload.
